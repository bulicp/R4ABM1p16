`./run.sh`:
```
#!/bin/bash
# OpenROAD 26Q1-2900-gdf79404cd8, Yosys 0.63+post, stock flow scripts
make -C /OpenROAD-flow-scripts/flow DESIGN_CONFIG=/design/flow/config.mk WORK_HOME=/design/flow/orfs finish
```
`./config.mk`:
```
export PLATFORM = sky130hd
export DESIGN_NAME = mult_top
export DESIGN_NICKNAME = mult_top
export VERILOG_FILES = /design/flow/design.v
export SDC_FILE = /design/flow/constraint.sdc
export NUM_CORES = 4
export LEC_CHECK = 1
export CORE_UTILIZATION = 40
```
`./constraint.sdc`:
```
current_design mult_top

set clk_period 11.9
set clk_io_pct 0.2

create_clock -name clk0 -period $clk_period [get_ports {clk}]

set non_clock_inputs [all_inputs -no_clocks]
set_input_delay [expr $clk_period * $clk_io_pct] -clock clk0 $non_clock_inputs
set_output_delay [expr $clk_period * $clk_io_pct] -clock clk0 [all_outputs]
```
`./design.v`:
```
`timescale 1ns / 1ps
module R4ABM1p16( x,y,p);
input [15:0] x,y;
output [31:0] p;
wire [7:0] sign_factor;
wire [16:0] p1;
assign sign_factor[0] = y[1] & y[0];
genvar i;
generate
	for ( i = 0; i < 16; i = i+1 )
		begin : pp_first 
		booth_R4ABM1 pp_pr(x[i],y[1],y[0],1'b0,p1[i]);
		end
endgenerate
booth last_pp0(x[15],x[15],y[1],y[0],1'b0,p1[16]);
wire [16:0] p2;
assign sign_factor[1] = y[3] & (y[2] ^ y[1]);
genvar i1;
generate
	for ( i1 = 0; i1 < 14; i1 = i1+1 )
		begin : pp_second 
		booth_R4ABM1 pp_pr(x[i1],y[3],y[2],y[1],p2[i1]);
		end
endgenerate
genvar i10;
generate
	for ( i10 = 14; i10 < 16; i10 = i10+1 )
		begin : pp_second_exact 
		booth pp_pr(x[i10],x[i10-1],y[3],y[2],y[1],p2[i10]);
		end
endgenerate
booth last_pp1(x[15],x[15],y[3],y[2],y[1],p2[16]);
wire [16:0] p3;
assign sign_factor[2] = y[5] & (y[4] ^ y[3]);
genvar i2;
generate
	for ( i2 = 0; i2 < 12; i2 = i2+1 )
		begin : pp_third 
		booth_R4ABM1 pp_pr(x[i2],y[5],y[4],y[3],p3[i2]);
		end
endgenerate
genvar j21;
generate
	for ( j21 = 12; j21 < 16; j21 = j21+1 )
		begin : pp_third_exact 
		booth pp_pr(x[j21],x[j21-1],y[5],y[4],y[3],p3[j21]);
		end
endgenerate
booth last_pp2(x[15],x[15],y[5],y[4],y[3],p3[16]);
wire [16:0] p4;
assign sign_factor[3] = y[7] & (y[6] ^ y[5]);
genvar i3;
generate
	for ( i3 = 0; i3 < 10; i3 = i3+1 )
		begin : pp_fourth 
		booth_R4ABM1 pp_pr(x[i3],y[7],y[6],y[4],p4[i3]);
		end
endgenerate
genvar j3;
generate
	for ( j3 = 10; j3 < 16; j3 = j3+1 )
		begin : pp_fourth_exact 
		booth pp_pr(x[j3],x[j3-1],y[7],y[6],y[5],p4[j3]);
		end
endgenerate
booth last_pp3(x[15],x[15],y[7],y[6],y[5],p4[16]);
wire [16:0] p5;
assign sign_factor[4] = y[9] & (y[8] ^ y[7]);
genvar i4;
generate
	for ( i4 = 0; i4 < 8; i4 = i4+1 )
		begin : pp_fifth 
		booth_R4ABM1 pp_pr(x[i4],y[9],y[8],y[7],p5[i4]);
		end
endgenerate
genvar j4;
generate
	for ( j4 = 8; j4 < 16; j4 = j4+1 )
		begin : pp_fifth_exact 
		booth pp_pr(x[j4],x[j4-1],y[9],y[8],y[7],p5[j4]);
		end
endgenerate
booth last_pp4(x[15],x[15],y[9],y[8],y[7],p5[16]);
wire [16:0] p6;
assign sign_factor[5] = y[11] & (y[10] ^ y[9]);
genvar i5;
generate
	for ( i5 = 0; i5 < 6; i5 = i5+1 )
		begin : pp_sixt
		booth_R4ABM1 pp_pr(x[i5],y[11],y[10],y[9],p6[i5]);
		end
endgenerate
genvar j5;
generate
	for ( j5 = 6; j5 < 16; j5 = j5+1 )
		begin : pp_sixt_exact 
		booth pp_pr(x[j5],x[j5-1],y[11],y[10],y[9],p6[j5]);
		end
endgenerate
booth last_pp5(x[15],x[15],y[11],y[10],y[9],p6[16]);
wire [16:0] p7;
assign sign_factor[6] = y[13] & (y[12] ^ y[11]);
genvar i6;
generate
	for ( i6 = 0; i6 < 4; i6 = i6+1 )
		begin : pp_seven
		booth_R4ABM1 pp_pr(x[i6],y[13],y[12],y[11],p7[i6]);
		end
endgenerate
genvar j6;
generate
	for ( j6 = 4; j6 < 16; j6 = j6+1 )
		begin : pp_seven_exact 
		booth pp_pr(x[j6],x[j6-1],y[13],y[12],y[11],p7[j6]);
		end
endgenerate
booth last_pp6(x[15],x[15],y[13],y[12],y[11],p7[16]);
wire [16:0] p8;
assign sign_factor[7] = y[15] & (y[14] ^ y[13]);
genvar i7;
generate
	for ( i7 = 0; i7 < 2; i7 = i7+1 )
		begin : pp_eight
		booth_R4ABM1 pp_pr(x[i7],y[15],y[14],y[13],p8[i7]);
		end
endgenerate
genvar j7;
generate
	for ( j7 = 2; j7 < 16; j7 = j7+1 )
		begin : pp_eight_exact 
		booth pp_pr(x[j7],x[j7-1],y[15],y[14],y[13],p8[j7]);
		end
endgenerate
booth last_pp7(x[15],x[15],y[15],y[14],y[13],p8[16]);
wire [7:0] E_MSB;
wire E_MSB0_neg;
not xn1(E_MSB[0],p1[16]);
not xn2(E_MSB[1],p2[16]);
not xn3(E_MSB[2],p3[16]);
not xn4(E_MSB[3],p4[16]);
not xn5(E_MSB[4],p5[16]);
not xn6(E_MSB[5],p6[16]);
not xn7(E_MSB[6],p7[16]);
not xn8(E_MSB[7],p8[16]);
not n1(E_MSB0_neg,E_MSB[0]);
wire [16:0] sum00_FA;
wire [16:0] carry00_FA;
wire [2:0] sum00_HA;
wire [2:0] carry00_HA;
wire [2:0] tmp001_HA;
wire [2:0] tmp002_HA;
assign tmp001_HA = {1'b1,p1[3],p1[0]};
assign tmp002_HA = {p3[16],p2[1],sign_factor[0]};
genvar i000;
generate
	for (i000 = 0; i000 < 3; i000 = i000 + 1)
		begin : pp_had000
		HAd pp_had(tmp001_HA[i000],tmp002_HA[i000],carry00_HA[i000],sum00_HA[i000]);
		end
endgenerate
wire [16:0] tmp001_FA;
wire [16:0] tmp002_FA;
wire [16:0] tmp003_FA;
assign tmp001_FA = {E_MSB[0],E_MSB0_neg,E_MSB0_neg, p1[16:4],p1[2]};
assign tmp002_FA = {E_MSB[1],p2[16:2],p2[0]};
assign tmp003_FA = {p3[16:0],sign_factor[1]};
genvar i001;
generate
	for (i001 = 0; i001 < 17; i001 = i001 + 1)
		begin : pp_fad00
		FAd pp_fad(tmp001_FA[i001],tmp002_FA[i001], tmp003_FA[i001], carry00_FA[i001],sum00_FA[i001]);
		end
endgenerate
wire [15:0] sum01_FA;
wire [15:0] carry01_FA;
wire [3:0] sum01_HA;
wire [3:0] carry01_HA;
wire [3:0] tmp011_HA;
wire [3:0] tmp012_HA;
assign tmp011_HA = {1'b1,E_MSB[4],p4[3],p4[0]};
assign tmp012_HA = {p6[16:15],p5[1],sign_factor[3]};
genvar i010;
generate
	for (i010 = 0; i010 < 4; i010 = i010 + 1)
		begin : pp_had01
		HAd pp_had(tmp011_HA[i010],tmp012_HA[i010],carry01_HA[i010],sum01_HA[i010]);
		end
endgenerate
wire [15:0] tmp011_FA;
wire [15:0] tmp012_FA;
wire [15:0] tmp013_FA;
assign tmp011_FA = {1'b1,E_MSB[3],p4[16:4],p4[2]};
assign tmp012_FA = {p5[16:2],p5[0]};
assign tmp013_FA = {p6[14:0],sign_factor[4]};
genvar i011;
generate
	for (i011 = 0; i011 < 16; i011 = i011 + 1)
		begin : pp_fad01
		FAd pp_fad(tmp011_FA[i011],tmp012_FA[i011], tmp013_FA[i011], carry01_FA[i011],sum01_FA[i011]);
		end
endgenerate
wire  sum02_FA;
wire  carry02_FA;
wire [16:0] sum02_HA;
wire [16:0] carry02_HA;
FAd f020(p7[2],p8[0],sign_factor[7],carry02_FA,sum02_FA);
wire [16:0] tmp021_HA;
wire [16:0] tmp022_HA;
assign tmp021_HA = {1'b1,E_MSB[6],p7[16:3],p7[0]};
assign tmp022_HA = {p8[16:1],sign_factor[6]};
genvar i020;
generate
	for (i020 = 0; i020  < 17; i020  = i020  + 1)
		begin : pp_had02
		HAd pp_had(tmp021_HA[i020],tmp022_HA[i020],carry02_HA[i020],sum02_HA[i020]);
		end
endgenerate
wire [16:0] sum10_FA;
wire [16:0] carry10_FA;
wire [3:0] sum10_HA;
wire [3:0] carry10_HA;
HAd h100(p1[1],carry00_HA[0],carry10_HA[0],sum10_HA[0]);
HAd h101(sum00_HA[1],carry00_FA[0],carry10_HA[1],sum10_HA[1]);
HAd h102(sum00_FA[2],carry00_FA[1],carry10_HA[2],sum10_HA[2]);
HAd h103(1'b1,sum01_FA[13],carry10_HA[3],sum10_HA[3]);
wire[16:0] tmp100;
wire[16:0] tmp101;
wire[16:0] tmp102;
assign tmp100 = { E_MSB[2],sum00_HA[2],sum00_FA[16:3],sum00_FA[1]};
assign tmp101 = {carry00_HA[2],carry00_FA[16:2],carry00_HA[1]};
assign tmp102 = {sum01_FA[12:1],sum01_HA[1],sum01_FA[0],p4[1],sum01_HA[0],sign_factor[2]};
genvar i11;
generate
	for(i11 = 0; i11 < 17; i11 = i11 +1 )
		begin : pp_fad10
		FAd pp_fad(tmp100[i11],tmp101[i11],tmp102[i11],carry10_FA[i11],sum10_FA[i11]);
		end
endgenerate
wire [13:0] sum11_FA;
wire [13:0] carry11_FA;
wire [6:0] sum11_HA;
wire [6:0] carry11_HA;   
wire[6:0] tmp100_HA;
wire[6:0] tmp101_HA;
assign tmp100_HA = {E_MSB[7],sum02_HA[16:14],carry01_FA[4],carry01_FA[2],carry01_HA[1]};
assign tmp101_HA = {carry02_HA[16:13],sum02_FA,sum02_HA[0],sign_factor[5]};
genvar i12;
generate
	for(i12 = 0; i12 < 7; i12 = i12 +1 )
		begin : pp_had11
		HAd pp_had(tmp100_HA[i12],tmp101_HA[i12],carry11_HA[i12],sum11_HA[i12]);
		end
endgenerate
wire[13:0] tmp110_FA;
wire[13:0] tmp111_FA;
wire[13:0] tmp112_FA;
assign tmp110_FA = {carry01_HA[3:2],carry01_FA[15:5],carry01_FA[3]};
assign tmp111_FA = {sum02_HA[13:1],p7[1]};
assign tmp112_FA = {carry02_HA[12:1],carry02_FA,carry02_HA[0]};
genvar i13;
generate
	for(i13 = 0; i13 < 14; i13 = i13 +1 )
		begin : pp_fad12
		FAd pp_fad(tmp110_FA[i13],tmp111_FA[i13],tmp112_FA[i13],carry11_FA[i13],sum11_FA[i13]);
		end
endgenerate
wire [20:0] sum20_FA;
wire [20:0] carry20_FA;
wire [7:0] sum20_HA;
wire [7:0] carry20_HA; 
wire[7:0] tmp200_HA;
wire[7:0] tmp201_HA;
assign tmp200_HA = {sum11_HA[6:4],sum10_FA[3],sum10_FA[1],sum10_HA[2],sum10_FA[0],sum00_FA[0]};
assign tmp201_HA = {carry11_HA[5:3],carry10_FA[2],carry10_HA[2],carry10_FA[0],carry10_HA[1],carry10_HA[0]};
genvar i20;
generate
	for(i20 = 0; i20 < 8; i20 = i20 +1 )
		begin : pp_had20 
		HAd pp_had(tmp200_HA[i20],tmp201_HA[i20],carry20_HA[i20],sum20_HA[i20]);
		end
endgenerate
wire[20:0] tmp200_FA;
wire[20:0] tmp201_FA;
wire[20:0] tmp202_FA;
assign tmp200_FA = {1'b1,E_MSB[5],sum01_HA[3:2],sum01_FA[15:14],sum10_HA[3],sum10_FA[16:4],sum10_FA[2]};
assign tmp201_FA = {sum11_HA[3],sum11_FA[13:10],carry10_HA[3],carry10_FA[16:3],carry10_FA[1]};
assign tmp202_FA = {carry11_FA[13:9],sum11_FA[9:1],sum11_HA[2],sum11_FA[0],sum11_HA[1],carry01_FA[1],sum11_HA[0],carry01_FA[0],carry01_HA[0]};
genvar i21;
generate
	for(i21 = 0; i21 < 21; i21 = i21 +1 )
		begin : pp_fad20
		FAd pp_fad(tmp200_FA[i21],tmp201_FA[i21],tmp202_FA[i21],carry20_FA[i21],sum20_FA[i21]);
		end
endgenerate
wire [11:0] sum30_FA;
wire [11:0] carry30_FA;
wire [16:0] sum30_HA;
wire [16:0] carry30_HA; 
wire[16:0] tmp300_HA;
wire[16:0] tmp301_HA;
assign tmp300_HA = {carry11_HA[6],sum20_HA[7:5] ,sum20_FA[20:16],sum20_FA[4],sum20_FA[2:1],sum20_HA[4],sum20_FA[0],sum20_HA[3:2],sum10_HA[1]};
assign tmp301_HA = {carry20_HA[7:5],carry20_FA[20:15],carry20_FA[3],carry20_FA[1],carry20_HA[4],carry20_FA[0],carry20_HA[3:0]};
genvar i30;
generate
	for(i30 = 0; i30 < 17; i30 = i30 +1 )
		begin : pp_had30
		HAd pp_had(tmp300_HA[i30],tmp301_HA[i30],carry30_HA[i30],sum30_HA[i30]);
		end
endgenerate
wire[11:0] tmp300_FA;
wire[11:0] tmp301_FA;
wire[11:0] tmp302_FA;
assign tmp300_FA = {sum20_FA[15:5],sum20_FA[3]};
assign tmp301_FA = {carry20_FA[14:4],carry20_FA[2]};
assign tmp302_FA = {carry11_FA[8:1],carry11_HA[2],carry11_FA[0],carry11_HA[1:0]};
genvar i31;
generate
	for(i31 = 0; i31 < 12; i31 = i31 +1 )
		begin : pp_fad31
		FAd pp_fad(tmp300_FA[i31],tmp301_FA[i31], tmp302_FA[i31], carry30_FA[i31],sum30_FA[i31]);
		end
endgenerate
wire [31:0] tmp_ADD1;
wire [31:0] tmp_ADD2;
assign tmp_ADD1 = {sum30_HA[15:8],sum30_FA[11:1],sum30_HA[7],sum30_FA[0],sum30_HA[6:1],sum20_HA[1],sum30_HA[0],sum20_HA[0],sum10_HA[0],sum00_HA[0]}; 
assign tmp_ADD2 = {carry30_HA[14:8],carry30_FA[11:1],carry30_HA[7],carry30_FA[0],carry30_HA[6:1],1'b0,carry30_HA[0],4'b0}; 
assign p = tmp_ADD1 + tmp_ADD2;
endmodule
module booth(a1,a0,b2,b1,b0,p);
	input a1,a0,b2,b1,b0;
	output p;
    wire [1:0] k;
    assign k[0] = (b1 ^ b0) & (b2 ^ a1);
    assign k[1] = (~(b1 ^ b0)) & (b2 ^ b1) & (b2 ^ a0);
    assign p = k[0] | k[1];
endmodule
module booth_R4ABM1(a0,b2,b1,b0,p);
	input a0,b2,b1,b0;
	output p;
	wire [1:0] k;
    assign k[0] = b1 ^ b0;
    assign k[1] = b2 ^ a0;
    assign p = k[0] & k[1];
endmodule
module HAd(a,b,c,s);
	input a,b;
	output c,s;
	xor x1(s,a,b);
	and a1(c,a,b);
endmodule
module FAd(a,b,c,cy,sm);
	input a,b,c;
	output cy,sm;
	wire x,y,z;
	xor x1(x,a,b);
	xor x2(sm,x,c);
	and a1(y,a,b);
	and a2(z,x,c);
	or o1(cy,y,z);
endmodule
module FA(a,b,c,cy,sm);
	input a,b,c;
	output cy,sm;
	wire x,y,z;
	xor x1(x,a,b);
	xor x2(sm,x,c);
	and a1(y,a,b);
	and a2(z,x,c);
	or o1(cy,y,z);
endmodule
module carry_lookahead_adder
  #(parameter WIDTH = 16)
  (
   input [WIDTH-1:0] i_add1,
   input [WIDTH-1:0] i_add2,
   output [WIDTH:0]  o_result
   );
  wire [WIDTH:0]     w_C;
  wire [WIDTH-1:0]   w_G, w_P, w_SUM;
  genvar  ii;
  generate
    for (ii=0; ii<WIDTH; ii=ii+1) 
      begin
        FA full_adder_inst
            ( 
              .a(i_add1[ii]),
              .b(i_add2[ii]),
              .c(w_C[ii]),
              .sm(w_SUM[ii]),
              .cy()
              );
      end
  endgenerate
  genvar             jj;
  generate
    for (jj=0; jj<WIDTH; jj=jj+1) 
      begin
        assign w_G[jj]   = i_add1[jj] & i_add2[jj];
        assign w_P[jj]   = i_add1[jj] | i_add2[jj];
        assign w_C[jj+1] = w_G[jj] | (w_P[jj] & w_C[jj]);
      end
  endgenerate
  assign w_C[0] = 1'b0;  
  assign o_result = {w_C[WIDTH], w_SUM};    
endmodule  
`timescale 1ns / 10ps
module mult_top(
    input clk,
    input  [15:0] x,
    input  [15:0] y,
    output reg [31:0] p_out
    );
    wire [31:0] P_vec;
    reg [15:0] X_vec;
    reg [15:0] Y_vec;
    R4ABM1p16 mult(X_vec,Y_vec,P_vec); 
    always @(posedge clk) 
    begin
        p_out = P_vec;
        X_vec = x;
        Y_vec = y;
    end
endmodule 
```
==> results_slide.txt <==
Physical Implementation Snapshot

Final timing
  • Min setup slack post-route: 6.212 ns
  • RSZ-0062 raised after global routing: false
  • Slew @ Worst Pin: 0.9865 ns
  • Max Transition Viols Final: 0
  • Final setup fails: 0
  • Slew margin rel.: 0.3401
  • Minimum clock period: 5.688 ns
  • Final period utilization: 0.4780
  • Final hold violations: 0
  • Fmax: 175.8 MHz
  • Clock Skew: 0.006268 ns
  • Setup TNS: 0 ns

Worst setup path
  • Critical Path End Type: flop
  • R2r startpoint: Y_vec[1]$_DFF_P_
  • CP startpoint: Y_vec[1]$_DFF_P_
  • Worst EP arrival: 5.89 ns
  • CP Max Fanout: 23
  • WS Path Type: reg -> reg
  • CP startpoint kind: flop
  • Worst EP required: 12.10 ns

Yosys
  • Mapped Area: 8493 um2
  • Number of synthesized register bits: 64
  • Synth async-reset ratio: 0
  • Post-synth EDFFs: 0
  • Number of cells in Yosys stat: 978
  • Synth area leader: fa_1
  • Top_reg_cell synth: dfxtp_1
  • Ys Warns: 1
  • Cell Type Count: 55
  • Synth top area cells: fa_1 23%, dfxtp_1 15%, xor2_1 12%
  • Synth top area share: 0.2263
  • Area reported by Yosys stat: 8493 um2
  • Synth Instances: 978
  • Mean cell area of the mapped netlist: 8.684 um2
  • Sequential area share after synthesis: 0.1509

Floorplanning
  • Std-Cell Core Area: 20490 um2
  • Die area: 21820 um2
  • FP Util: 0.4144
  • Row count: 52
  • Ports: 65
  • DIE HEIGHT: 147.7 um
  • Die Wd: 147.7 um

Clock tree
  • Post-CTS sizing: 0
  • TritonCTS Sinks: 64
  • Hold-fix buffers, CTS: 0
  • H-tree lvl count: 3
  • TritonCTS Buffers: 9
  • Worst-Skew Late Latency: 0.34 ns
  • Clock Root Buffer: clkbuf_16
  • Clk buf depth: 2
  • Clock-pin slew on the worst setup and hold paths: 0.06 ns
  • CTS tree: built
  • # Post-CTS Setup Buffers: 0

Route
  • Final WL: 19140 um
  • Routed WL per cell: 14.97 um
  • Routed Antenna Nets: 0
  • DRC Markers: 0
  • Via count: 6538
  • Drt pass-1 iters: 5
  • Antenna diode instance count: 0
  • Vias per cell: 5.112
  • 1st-iter DRT viols: 395

Final layout
  • Fillers: 1942
  • MI comb area: 6538 um2
  • Seq. cell area: 1281 um2
  • Synthesis-to-layout area growth: 14.02%
  • Share of layout cells above drive strength 1: 0.04955
  • Commonest Layout Cell: xor2_1
  • Cell area after layout: 9684 um2
  • Top Layout Cells: 115 x xor2_1, 107 x inv_1, 96 x fa_1
  • Final Non-Filler Cells: 1279

Power
  • VDD IR max: 0.2074 mV
  • Power Total: 2.985 mW
  • Leakage: 4.362 nW
  • Cell Pwr Density: 308.2 nW/um2

Job
  • OpenROAD warnings: 25
  • Max cap viols: 0

Hold path
  • HP Class: reg -> reg
  • HP Start: Y_vec[1]$_DFF_P_

Placement
  • HPWL after DPL: 15090 um
  • Dpl cell area: 9364 um2
  • Placed insts: 1263
  • RePlAce Congestion: 0.9146
  • Port bufs: 64
  • Dpl ws: 6.298 ns

Global routing
  • Antenna violations before repair: 0
  • First-pass GRT wire length: 31530 um
  • GR Overflow Total: 0
  • Pin count of the biggest net entering global routing: 28
  • GRT Total Usage: 0.1901
  • Vias in the first global route: 6273

Run status
  • Status: finished, final reports clean
[registers in the layout, indices dropped and copies added (netlist names)]
| signal | count |
|---|---|
| X_vec | 16 |
| p_out | 32 |
| Y_vec | 16 |
[cell families after synthesis]
kind of cell,Yosys count,share of synthesized area
AND/OR/NAND/NOR,213,0.1155
AND-OR/OR-AND,185,0.1435
buffers and inverters,178,0.07941
adder cells (fa/ha/maj),175,0.3427
XOR/XNOR,163,0.1681
flip-flops,64,0.1509
[cells in the mapped netlist, types with 2 or more instances]
library cell and instances:
a211oi_1 9, nand2b_1 6, nor4_1 3, a221oi_1 16, nand3b_1 3, buf_2 5
o21ai_1 2, and3b_1 4, xnor2_1 48, a22oi_1 25, nand4_1 5, and3_1 2
fa_1 96, or3_1 2, nor3_1 5, o22ai_1 7, or3b_2 3, o21a_1 2
o221ai_1 5, dfxtp_1 64, a21oi_1 36, nor2_1 66, buf_1 21, inv_1 107
nand2_1 89, nand3_1 3, ha_1 79, o21ai_0 52, a31oi_1 5, and2_1 11
nor2b_1 4, a21o_1 7, a221o_1 3, clkbuf_1 45, o211ai_1 4, xor2_1 115
[routing by layer]
| metal | global-route usage | up-vias | part of all wire |
|---|---|---|---|
| met3 | 0.04189 | 13 | 0.054 |
| met5 | 0 | - | 0 |
| li1 | - | 3250 | - |
| met1 | 0.2758 | 3124 | 0.45 |
| met4 | 0.01804 | 0 | 0.0097 |
| met2 | 0.3118 | 151 | 0.49 |
[per-stage QoR]
stage | utilization | hold slack [ns]
after floorplan | - | 0.6461
after global placement | 0.4569 | 0.8990
after global routing | 0.4725 | 0.9669
final | 0.4725 | 0.9083
after detailed placement | 0.4569 | 0.9059
after CTS | 0.4725 | 0.9186
[report_power, final]
group / internal, mW / switching (mW) / total (mW) / leakage [nW]
combinational: 1.02 / 1.34 / 2.36 / 3.67
sequential: 0.307 / 0.0261 / 0.333 / 0.540
clock: 0.183 / 0.104 / 0.287 / 0.156
[cell type report]
class                      count  share of cell area
sequential                    64              0.1323
clock inverter                 7            0.009819
inverter                     107             0.04147
tap                          270             0.03488
multi-input combinational    736              0.6751
timing repair buffer          86             0.08320
clock buffer                   9             0.02326
[critical path, stage by stage, from the launching register on]
cell	delay, ns
dfxtp_1	0.30
buf_4	0.29
xor2_1	0.82
a221oi_1	0.27
fa_1	0.55
fa_1	0.52
fa_1	0.54
fa_1	0.55
inv_1	0.04
ha_1	0.35
a21oi_1	0.32
o2111ai_1	0.17
a21oi_1	0.35
nor4_1	0.15
nor4_1	0.26
a211oi_1	0.08
[worst paths after layout]
path / endpoint / slack (ns) / cells after the start
worst max-delay path: p_out[26]$_DFF_P_ / 6.21 / 15
worst min-delay path: p_out[0]$_DFF_P_ / 0.91 / 3
worst max register to register: p_out[26]$_DFF_P_ / 6.21 / 15
worst min register to register: p_out[0]$_DFF_P_ / 0.91 / 3
Power and IR drop assume default switching activity.
